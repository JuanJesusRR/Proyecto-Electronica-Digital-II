## ./config.mk

```make
export PLATFORM = sky130hd
export DESIGN_NAME = ultrasonido
export DESIGN_NICKNAME = ultrasonido
export VERILOG_FILES = /design/flow/design.v
export SDC_FILE = /design/flow/constraint.sdc
export NUM_CORES = 4
export LEC_CHECK = 1
export CORE_AREA = 10 10 97 97
export DIE_AREA = 0 0 107 107
```

## ./constraint.sdc

```tcl
current_design ultrasonido

set clk_period 3.7
set clk_io_pct 0.2

create_clock -name clk0 -period $clk_period [get_ports {clk}]

set non_clock_inputs [all_inputs -no_clocks]
set_input_delay [expr $clk_period * $clk_io_pct] -clock clk0 $non_clock_inputs
set_output_delay [expr $clk_period * $clk_io_pct] -clock clk0 [all_outputs]
```

## ./design.v

```verilog
 module contador		(
				output	wire	[7:0] d,
				output	reg	pulse,
				output	reg	DONE,
				input		ECHO,
				input		ENABLE,
				input		CLKOUTD,
				input		reset
			);
	reg [7:0] count0;
	reg logico;
 initial 
	begin
		count0=0;
		pulse=0;
		DONE=0;
	end
	always@(posedge CLKOUTD)
	begin
		logico=(count0[7]||count0[6]||count0[5]||count0[4]||count0[3]||count0[2]||count0[1]||count0[0]);
		if(reset)
		begin
			count0=0;
			DONE=0;
			pulse=0;
		end
		else
		begin
			if(ENABLE)
			begin
				pulse=1'b1;
			end
			if(ECHO)
			begin
				count0=count0+1;
			end
			if(!ECHO && logico)
			begin
				DONE= 1;
			end
		end
	end
	assign d = count0;  
endmodule
module	divisorfrecd(	input  clk,	output	reg	CLKOUTD	); 
parameter top=12'b101101101100; 
	reg [11:0] count_2924;
	initial
	begin
		CLKOUTD=1'b1;
		count_2924=0;
	end
	always @(posedge clk) 
	begin
		count_2924 <= count_2924 + 1;
		if(count_2924 == top)
		begin
			count_2924<=0;
			CLKOUTD <= ~CLKOUTD;
		end
	end
endmodule
module	divisorfrecgen	(input  clk, output	reg	CLKOUT1	);  
  parameter top=9'b111110100; 
  reg [8:0] count_500;
	initial
	begin
		CLKOUT1=1'b0;
		count_500=0;
	end
	always @(posedge clk)
	begin
		count_500 <= count_500 + 1;
      if(count_500 == top)
		begin
			count_500<=0;
			CLKOUT1 <= ~CLKOUT1;
		end
	end
endmodule
 module	genpulsos	(
				input		pulse,
				input		CLKOUT1,
				input		reset,
				output	trigg
			);
	reg	Doit;
	reg	NoDoit;
	assign trigg=(Doit && ~NoDoit);
	initial
	begin
		Doit=0;
		NoDoit=0;
	end
	always@(posedge CLKOUT1)
	begin
		if(reset)
		begin
			Doit=0;
			NoDoit=0;
		end
		else
		begin
			if(pulse)
			begin
				Doit<=1'b1; 
			end
			if(pulse && Doit)
			begin
				NoDoit<=1'b1; 
			end
		end
	end
endmodule
module ultrasonido (
				output [7:0]d,  
				output trigg,  
				output DONE,   
				input ENABLE,  
				input ECHO,  
				input	clk,
				input reset    
			 );
divisorfrecgen	divisorfrecgen0(.clk(clk),.CLKOUT1(CLKOUT1)); 
divisorfrecd divisorfrecd0(.clk(clk),.CLKOUTD(CLKOUTD)); 
genpulsos genpulsos0(.pulse(pulse),.CLKOUT1(CLKOUT1),.reset(reset),.trigg(trigg));  
contador	contador0 (.d(d),.pulse(pulse),.DONE(DONE),.ECHO(ECHO),.ENABLE(ENABLE),.CLKOUTD(CLKOUTD),.reset(reset));
endmodule
```

## ./run.sh

```bash
#!/bin/bash
# OpenROAD 26Q1-2900-gdf79404cd8, Yosys 0.63+post, stock flow scripts
make -C /OpenROAD-flow-scripts/flow DESIGN_CONFIG=/design/flow/config.mk WORK_HOME=/design/flow/orfs finish
```

==> flow_summary.json <==
{
  "status": "finished, final reports clean",
  "first_global_vias": 1038,
  "yosysTopAreaCell": "dfxtp_1",
  "crit_start": "divisorfrecd0.count_2924[4]",
  "leakage_nw": 0.633,
  "p_per_area_nw_per_um2": 239,
  "setup_tns_ns": 0,
  "ctsResizeCount": 0,
  "fp_util_pct": 19.9,
  "cts_buffer_depth": 2,
  "drive_above_1_share_pct": 4.14,
  "clockRootBuffer": "clkbuf_8",
  "wl_mm": 2.41,
  "ys_top_cells_by_count": "dfxtp_1 (33), nor2_1 (21), a21oi_1 (13)",
  "syn_to_final_growth_pct": 19.4,
  "cts_tree": "built",
  "min_path_type": "reg2reg",
  "hold_start": "divisorfrecgen0.count_500[7]",
  "worstPathArrival_ns": 1.72,
  "ys.flops": 35,
  "finalHoldViolCount": 0,
  "dp_hpwl_mm": 1.79,
  "synth.distinct_cells": 27,
  "yosysCellCount": 155,
  "grt_max_degree": 14,
  "ir_worst_vdd_v": 0.000103,
  "synthTopCellsByArea": "dfxtp_1 (46%), nor2_1 (5.4%), xor2_1 (4.8%), a21oi_1 (4.5%), ha_1 (4.3%)",
  "grtUsageTotal_pct": 4.44,
  "edf_count": 2,
  "yosys_warnings": 7,
  "worstReg2RegStart": "divisorfrecd0.count_2924[4]",
  "fp-row-count": 31,
  "die_h_um": 107,
  "syn_inst": 155,
  "worstSetupStartpointType": "flip-flop",
  "end_kind": "flip-flop",
  "fmax_mhz": 551,
  "tightestPinTransition_ns": 0.666,
  "slew_violations": 0,
  "worst_clock_skew_ns": 0.00470,
  "holdBufCountCts": 0,
  "top_cell": "dfxtp_1",
  "grt-ovfl-total": 0,
  "fin_crit_ns": 1.82,
  "cts_inserted_buffers": 3,
  "detail-route-antenna-nets": 0,
  "unclocked_pins": 12,
  "grt_first_pass_wirelength_mm": 4.51,
  "clk_pin_slew_ns": 0.08,
  "synth_area_um2": 1450,
  "gp_congestion": 0.833,
  "relSlewSlack_pct": 55.3,
  "routed.top_layer": "met4",
  "synth-main-ff-cell": "dfxtp_1",
  "fill_cells": 822,
  "async_flop_share_pct": 0,
  "core_area_um2": 7290,
  "h-tree-depth": 1,
  "worstPathMaxFanout": 11,
  "setup_viol": 0,
  "top_cell_area_share_pct": 45.6,
  "port_buffers": 13,
  "num_antenna_cells": 0,
  "warnings": 27,
  "wire_per_inst_um": 9.00,
  "holdWs_ns": 0.464,
  "routed_via_density": 3.99,
  "met3_length_um": 139,
  "antenna_found_initial": 0,
  "syn_avg_cell_area_um2": 9.34,
  "synth_seq_share_pct": 49.8,
  "met2RoutedLength_um": 887,
  "cp.required_ns": 3.61,
  "dieWidth_um": 107,
  "drt_iter0_markers": 38,
  "maxCapViolCount": 0,
  "period_used_pct": 49.1,
  "vias": 1070,
  "drcViolationCount": 0,
  "drt_first_pass_iters": 4,
  "worstSkewPairLatency_ns": 0.26,
  "cts_setup_buffers": 0,
  "wl_met1_mm": 1.36,
  "worst-setup-path-type": "reg2reg",
  "synth_chip_area_um2": 1450,
  "die_area_um2": 11400,
  "grt_setup_unrepaired": "false",
  "untimed_endpoints": 22,
  "ios": 14
}
path summary, 6_finish.rpt:
path,to,slack [ns],cells past startpoint
max,divisorfrecd0.CLKOUTD,1.88,2
min,divisorfrecgen0.count_500[7],0.46,1
max reg2reg,divisorfrecd0.CLKOUTD,1.88,2
min reg2reg,divisorfrecgen0.count_500[7],0.46,1
layout by cell type, fill, tap and decap left out, drive strengths merged, types with 2 or more instances in the layout:
| cell | count |
|---|---|
| a21oi | 13 |
| clkbuf | 3 |
| clkdlybuf4s50 | 13 |
| dfxtp | 33 |
| edfxtp | 2 |
| ha | 5 |
| inv | 8 |
| mux2i | 2 |
| nand2 | 7 |
| nand3 | 9 |
| nand4 | 7 |
| nor2 | 21 |
| nor2b | 3 |
| nor3 | 2 |
| nor4 | 2 |
| o21ai | 9 |
| o31ai | 3 |
| or3 | 8 |
| or4 | 3 |
| xnor2 | 4 |
| xor2 | 8 |
cell type report:
class	instances	area (um^2)	area share, %
sequential	35	721	41.7
inverter	8	30.0	1.74
clock buffer	3	41.3	2.39
multi-input combinational	109	677	39.2
clock inverter	1	5.00	0.290
tap	99	124	7.17
timing repair buffer	13	130	7.53
through the flow:
step	area [um^2]	power [W]	util, %	cells	setup slack (ns)
after detailed placement	1680	0.000265	23.1	264	1.88
after global placement	1680	0.000265	23.1	264	1.88
after global routing	1730	0.000430	23.7	268	1.76
after CTS	1730	0.000418	23.7	268	1.88
after floorplan	1450	0.000261	-	155	2.20
final	1730	0.000413	23.7	268	1.88
kinds of logic (layout without fill, tap and decap cells):
kind of cell	after synthesis	in the layout	synth area share, %
AOI/OAI and AO/OA	26	26	9.85
adders and majority gates	5	5	4.32
muxes	2	2	1.38
xor gates and xnor gates	12	12	7.26
DFF	35	35	49.8
and+or+nand+nor	64	64	23.9
buffers and inverters	11	25	3.46
flip-flops by register name, indices dropped and copies added (netlist names):
name                       count
contador0.pulse                1
genpulsos0.Doit                1
contador0.count0               8
genpulsos0.NoDoit              1
divisorfrecd0.CLKOUTD          1
contador0.DONE                 1
divisorfrecgen0.count_500      9
divisorfrecgen0.CLKOUT1        1
divisorfrecd0.count_2924      12
critical path: stages, from the launching register on:
cell	delay, ns
dfxtp_1	0.35
or4b_1	0.54
nor3_2	0.57
metal layers:
metal,vias to the layer above,global-route usage [%]
li1,569,-
met5,-,0
met1,479,6.33
met4,0,0.580
met2,18,6.76
met3,4,1.21
report_power, final:
part	internal (W)	total [W]	switching, W
logic	0.00000431	0.00000838	0.00000407
registers	0.000250	0.000250	0
clock network	0.0000751	0.000154	0.0000792
Power figures rest on the tool's default switching activity, not on a simulated workload.
